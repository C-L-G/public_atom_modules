==> ./design.v <==
`timescale 1ns/1ps
module broaden #(
	parameter		PHASE	= "POSITIVE",   
	parameter		LEN		= 4
)(
	input			clk,
	input			rst_n,
	input			d,
	output			q
);
reg	[LEN-1:0]		dq;
reg					q_reg;
always@(posedge clk )
	if(~rst_n)
		if(PHASE == "POSITIVE")
				dq	<= {LEN{1'b0}};
		else	dq	<= {LEN{1'b1}};
	else		dq	<= {dq[LEN-2:0],d};
always@(posedge clk )
	if(PHASE == "POSITIVE")
		if(~rst_n)	q_reg	<= 1'b0;
		else		q_reg	<= |dq;
	else if(PHASE == "NEGATIVE")
		if(~rst_n)	q_reg	<= 1'b1;
		else		q_reg	<= &dq;
assign	q	= q_reg;
endmodule
`timescale 1ns/1ps
module broaden_and_cross_clk #(
	parameter		PHASE	= "POSITIVE",   
	parameter		LEN		= 4,
	parameter		LAT		= 2
)(
	input			rclk,
	input			rd_rst_n,
	input			wclk,
	input			wr_rst_n,
	input			d,
	output			q
);
wire		qq;
broaden #(
	.PHASE			(PHASE),
	.LEN			(LEN)			 
)broaden_inst(
	wclk,
	wr_rst_n,
	d,
	qq
);
cross_clk_sync #(
	.DSIZE    	(1),
	.LAT		(LAT)
)cross_clk_sync_false_path(
	rclk,
	rd_rst_n,
	qq,
	q
);
endmodule
`timescale 1ns/1ps
module cross_clk_sync #(
	parameter	LAT		= 2,
	parameter	DSIZE	= 1
)(
	input					clk,
	input					rst_n,
	input [DSIZE-1:0]		d,
	output[DSIZE-1:0]		q
);
reg	[DSIZE-1:0]		ltc		[LAT-1:0];
always@(posedge clk )begin:GEN_LAT
integer II;
	if(~rst_n)begin
		for(II=0;II<LAT;II=II+1)
			ltc[II]		<= {DSIZE{1'b0}};
	end else begin
		ltc[0]	<= d;
		for(II=1;II<LAT;II=II+1)
			ltc[II]		<= ltc[II-1];
end end
assign	q	= ltc[LAT-1];
endmodule
==> ./run.sh <==
#!/bin/bash
# OpenROAD 26Q1-2900-gdf79404cd8, Yosys 0.63+post, stock flow scripts
make -C /OpenROAD-flow-scripts/flow DESIGN_CONFIG=/design/flow/config.mk WORK_HOME=/design/flow/orfs finish
==> ./config.mk <==
export PLATFORM = sky130hd
export DESIGN_NAME = broaden_and_cross_clk
export DESIGN_NICKNAME = broaden_and_cross_clk
export VERILOG_FILES = /design/flow/design.v
export SDC_FILE = /design/flow/constraint.sdc
export NUM_CORES = 4
export LEC_CHECK = 1
export CORE_AREA = 10 10 70 70
export DIE_AREA = 0 0 80 80
==> ./constraint.sdc <==
current_design broaden_and_cross_clk

set clk_period 1.1
set clk_io_pct 0.2

create_clock -name clk0 -period $clk_period [get_ports {rclk}]
create_clock -name clk1 -period $clk_period [get_ports {wclk}]

set non_clock_inputs [all_inputs -no_clocks]
set_input_delay [expr $clk_period * $clk_io_pct] -clock clk0 $non_clock_inputs
set_output_delay [expr $clk_period * $clk_io_pct] -clock clk0 [all_outputs]
==> results.txt <==
Notes from the flow run.

Setup path:
- The data arrival time reported for the critical path is 730 ps.
- The run gives the critical path required time as 880 ps.
- The run gives the slack of the worst reg-to-reg path as 280 ps.
- The run gives the start-to-end type of the worst setup path as flip-flop to primary output.
- The report puts the cell count of the worst reg-to-reg path at 1.
- STA lists the startpoint of the worst register-to-register path as broaden_inst.dq[0].
- The script reports the combined buffer and inverter count of the critical path as 1.
- The run gives the dominant delay contributor by cell family on the critical path as flip-flops.
- The timing report shows that the slowest cell on the worst path is sky130_fd_sc_hd__dfxtp_1.
- Per the timing report, the most critical flop-to-flop path finishes at broaden_inst.q_reg.
- The worst setup path is launched from a flip-flop.
- The critical path goes through dlygate4sd2_1.
- The worst setup path is captured at a primary output.
- The run puts the highest fanout seen on the critical path at 1.
- The run puts the largest stage delay on the critical path at 280 ps.

Place:
- As logged by OpenROAD, the buffers inserted on ports number 4.
- The run puts the post-placement setup slack at 90.2 ps.
- The run puts the routability congestion estimate at 0.605.
- The placement stage leaves a total instance area of 288 sq um.

STA:
- The run gives the number of max-slew violations in the final report as 0.
- The run gives the count of final hold-check violations as 0.
- The run puts the worst slew margin relative to its limit at 90.6%.
- The run puts the post-route worst setup slack at 149 ps.
- The run puts the setup total negative slack at 0 ps.
- Setup repair after global routing left no endpoint under its margin.
- The run puts the final hold slack at 414 ps.
- The final timing report counts setup violations totalling 0.
- The run gives the transition time at the pin with the least slew margin as 141 ps.
- The run puts the final setup skew at 2.60 ps.

Routing:
- The run puts the final antenna-violating net count at 0.
- The run puts the overall via count from detail_route at 131.
- The script parses the final routing iteration and logs DRC violations as 0.
- The run puts the average wire per standard cell at 5.07 um.
- The run gives the antenna cell count as 0.
- The routed design has 360 um of wire.
- Using the TritonRoute via totals, the vias-per-cell ratio works out to 1.85.
- The run puts the iteration count of the initial detailed-routing pass at 1.
- The run gives the number of DRC markers after the initial detailed-route iteration as 0.

Synthesis:
- The run puts the share of the yosys chip area belonging to registers at 73.7%.
- The run gives the synthesis area per yosys as 190 sq um.
- Ranked by total cell area, the synthesized netlist is headed by sky130_fd_sc_hd__dfxtp_1 (74%), sky130_fd_sc_hd__and2_1 (16%), sky130_fd_sc_hd__o41a_1 (5.9%), sky130_fd_sc_hd__and2_2 (3.9%).
- The run puts the number of cells in Yosys stat at 14.
- The run puts the cell count after synthesis at 14.
- The run gives the library cell occupying the most area in the post-synthesis netlist as sky130_fd_sc_hd__dfxtp_1.
- The post-synth register bit count is 7.
- The run gives the combined area of all synthesized cells as 190 sq um.
- The run gives the total of warnings raised by yosys as 3.
- The run gives the distinct cell type count after synthesis as 4.
- The run gives the proportion of netlist area held by the largest area contributor as 73.7%.
- For reference, the post-synthesis area per instance comes to 13.6 sq um.

CTS:
- The run gives the CTS clock-pin slew for the worst setup and hold paths as 30 ps.
- TritonCTS built the clock tree.
- The run puts the post-CTS setup-driven buffer insertion count at 0.
- CTS saw 7 sinks.

Power:
- The run puts the internal cell power at 539 uW.
- The run gives the switching power share of the total as 18.5%.
- The run gives the total power per unit cell area as 1970 nW/um^2.
- The run gives the proportion of power drawn by combinational gates as 3.2%.
- The run gives the power share of the sequential group as 40.7%.
- In this run the power spent charging and discharging nets is 122 uW.
- The run puts the static leakage at 0.000126 uW.
- In this run, the clock network consumes 56.1% of the power.
- The run puts the worst supply voltage drop on vdd at 1040 uV.

GRT:
- The run gives the wire length of the first global-routing pass as 710 um.
- The run gives the global route total overflow as 0.
- Entering global routing, the biggest net connects 6 pins.
- The number of global-route vias before repair was 170.
- The run gives the initial antenna violation count as 0.
- Global routing used 1.51% of the available tracks.

Die:
- The vertical die dimension reported for this design is 80 um.
- In this run the horizontal extent of the chip is 80 um.
- The run puts the starting density of the core at 5.57%.
- The run puts the top-level port count at 6.
- The run gives the area of the core as 3420 sq um.
- The run gives the count of standard-cell rows as 21.
- The run gives the die footprint as 6400 sq um.

Finish:
- The flow measured a signed area growth from synthesis to layout of 76.3%.
- The run puts the area of all placed cells without fillers at 335 sq um.
- Cells with a size suffix above 1 make up 28.0% of the layout.
- Per the cell usage report, the commonest logic cells after layout are sky130_fd_sc_hd__dfxtp_1 (7), sky130_fd_sc_hd__clkbuf_4 (6), sky130_fd_sc_hd__and2_1 (5).
- The run gives the flip-flop count of the largest register, all copies and words added as 4.
- The run gives the most frequent logic cell in the layout as sky130_fd_sc_hd__dfxtp_1.

Hold path:
- The most critical min-delay path falls under flip-flop to flip-flop.
- The run gives the startpoint of the worst hold path as cross_clk_sync_false_path.ltc[0].
- The report gives the cell count of the worst hold path as 1.
- The path with the worst hold slack has its endpoint at cross_clk_sync_false_path.ltc[1].

Job:
- The number of warnings reported in the stage logs is 26.
- Per the run summary, max-cap violations total 0.

Outcome:
- The flow ran to the end, and the final reports show no timing, DRC or antenna violations.
## how the worst max path moves through the flow
| stage | from | slack [ps] | to | cells past startpoint |
|---|---|---|---|---|
| after global routing | cross_clk_sync_false_path.ltc[1] | 120 | q | 1 |
| final | cross_clk_sync_false_path.ltc[1] | 150 | q | 1 |
| after CTS | cross_clk_sync_false_path.ltc[1] | 130 | q | 1 |
## kinds of logic (layout without fill, tap and decap cells)
| kind of cell | after synthesis | after routing | share of synthesized area (%) |
|---|---|---|---|
| AOI/OAI and AO/OA | 1 | 1 | 5.92 |
| buffers and inverters | 0 | 11 | 0 |
| and+or+nand+nor | 6 | 6 | 20.4 |
| DFF | 7 | 7 | 73.7 |
## timing repair
item / CTS / global route
hold buffers: 0 / 0
endpoints found under the setup margin: 1 / 0
hold endpoints to repair: 0 / 0
resized: 1 / 0
## metal layers
metal  global-route usage [%]  up-vias  wire [um]
li1                         -       66          -
met3                     2.39        2         85
met4                    0.352        0          6
met2                     1.28       11         84
met5                        0        -          0
met1                     1.75       52        184
## power groups by stage
stage	Combinational (uW)	Clock (uW)	Sequential [uW]
after CTS	21.5	389	269
after global routing	23.8	427	270
final	21.1	371	269
## cell usage after synthesis (all sizes together)
cell type	number
and2	6
dfxtp	7
o41a	1
## through the flow
stage / power [uW] / instances / util [%]
finish: 661 / 71 / 9.82
global route: 721 / 71 / 9.82
CTS: 680 / 71 / 9.82
detailed placement: 295 / 64 / 8.42
global placement: 294 / 64 / 8.42
floorplan: 278 / 14 / -
## cell type report
type                       count  area [sq um]
sequential                     7           140
fill                         400          3080
multi-input combinational      7          50.0
tap                           46          57.6
clock buffer                   7          48.8
timing repair buffer           4          38.8
Power and IR drop assume default switching activity.
