### flow/design.v
module edge_generator #(
	parameter	MODE	= "NORMAL"    
)(
	input		clk,
	input		rst_n,
	input		in,
	output		raising,
	output		falling
);
reg		in_d0;
reg		in_d1;
reg		raising_reg;
reg		falling_reg;
always@(posedge clk )begin
	if(~rst_n)begin
		in_d0      	 <= 1'b0;    
        in_d1        <= 1'b0;   
        raising_reg  <= 1'b0;   
        falling_reg  <= 1'b0;
	end else begin
		in_d0        <= in;  
        in_d1  		 <= in_d0;	     
		if(MODE == "NORMAL")begin
			raising_reg  <= {in_d0,in} == 2'b01 ;
			falling_reg	 <= {in_d0,in} == 2'b10 ;
		end else if(MODE == "BEST")begin
			raising_reg  <= {in_d1,in_d0} == 2'b01 ;
			falling_reg  <= {in_d1,in_d0} == 2'b10 ;
		end else begin
			raising_reg  <= 1'b0;   
			falling_reg  <= 1'b0;
end end end
assign	raising	= (MODE == "FAST")? {in_d0,in} == 2'b01 : raising_reg;
assign	falling	= (MODE == "FAST")? {in_d0,in} == 2'b10 : falling_reg;
endmodule
`timescale 1ns/1ps
module latency_dynamic #(
	parameter	LSIZE	= 10
)(
	input		        clk	,
	input		        rst_n	,
    input [LSIZE-1:0]   lat     ,
	input		        d       ,
	output		        q
);
wire    clock;
assign  clock = clk;
wire	d_falling;
wire	d_raising;
edge_generator #(
	.MODE	("FAST")    
)edge_generator_inst(
	.clk			(clock			),
	.rst_n          (rst_n          ),
	.in             (d             	),
	.raising        (d_raising     	),
	.falling        (d_falling     	)
);
reg [LSIZE-1:0]	fedge_cnt;
reg [LSIZE-1:0]	redge_cnt;
always@(posedge clock )begin
	if(~rst_n)	fedge_cnt	<= {LSIZE{1'b0}};
	else begin
		if(fedge_cnt == {LSIZE{1'b0}})begin
			if(d_falling)
					fedge_cnt	<= 10'd1;
			else	fedge_cnt	<= {LSIZE{1'b0}};
		end else begin
			if(fedge_cnt == lat-1'b1)
					fedge_cnt	<= {LSIZE{1'b0}};
			else	fedge_cnt	<= fedge_cnt + 1'd1;
end end end
always@(posedge clock )begin
	if(~rst_n)	redge_cnt	<= {LSIZE{1'b0}};
	else begin
		if(redge_cnt == {LSIZE{1'b0}})begin
			if(d_raising)
					redge_cnt	<= 10'd1;
			else	redge_cnt	<= {LSIZE{1'b0}};
		end else begin
			if(redge_cnt == lat-1'b1)
					redge_cnt	<= {LSIZE{1'b0}};
			else	redge_cnt	<= redge_cnt + 1'd1;
end end end
reg	q_reg;
always@(posedge clock )begin
	if(~rst_n)	q_reg	<= 1'b0;
	else if(fedge_cnt == lat-1'b1)
				q_reg	<= 1'b0;
	else if(redge_cnt == lat-1'b1)
				q_reg	<= 1'b1;
	else		q_reg	<= q_reg;
end
assign	q	= q_reg;
endmodule
### flow/run.sh
#!/bin/bash
# OpenROAD 26Q1-2900-gdf79404cd8, Yosys 0.63+post, stock flow scripts
make -C /OpenROAD-flow-scripts/flow DESIGN_CONFIG=/design/flow/config.mk WORK_HOME=/design/flow/orfs finish
### flow/config.mk
export PLATFORM = sky130hd
export DESIGN_NAME = latency_dynamic
export DESIGN_NICKNAME = latency_dynamic
export VERILOG_FILES = /design/flow/design.v
export SDC_FILE = /design/flow/constraint.sdc
export NUM_CORES = 4
export LEC_CHECK = 1
export CORE_AREA = 10 10 96 96
export DIE_AREA = 0 0 106 106
### flow/constraint.sdc
current_design latency_dynamic

set clk_period 3.5
set clk_io_pct 0.2

create_clock -name clk0 -period $clk_period [get_ports {clk}]

set non_clock_inputs [all_inputs -no_clocks]
set_input_delay [expr $clk_period * $clk_io_pct] -clock clk0 $non_clock_inputs
set_output_delay [expr $clk_period * $clk_io_pct] -clock clk0 [all_outputs]
==> results.sh <==
# yosys + openroad results
export IMPL_status="complete, no violations"
export IMPL_drt_iter0_drc=71
export IMPL_ctsResizeCount=0
export IMPL_cts_max_level=1
export IMPL_antenna_found_initial=0
export IMPL_routedWlPerCell_um=11.4
export IMPL_final_cell_area_mm2=0.00182
export IMPL_n_antenna_cell=0
export IMPL_clock_sinks=22
export IMPL_die_width_um=106
export IMPL_grt_pass1_vias=1100
export IMPL_cts_tree="done"
export IMPL_max_stage_delay_ns=0.48
export IMPL_cts_made_buffers=3
export IMPL_io_buffer_count=13
export IMPL_vdd_ir_drop_max_v=0.000101
export IMPL_area_delta_synth_final_pct=23.2
export IMPL_vias_per_cell=4.13
export IMPL_crit_top_cell="nor3b_1"
export IMPL_synth_chip_area_mm2=0.00148
export IMPL_fin_crit_sh_pct=88.1
export IMPL_fin_crit_ns=3.08
export IMPL_clock_latency_ns=0.26
export IMPL_layout_top_cells="22 x dfxtp_1, 18 x xor2_1, 16 x xnor2_1"
export IMPL_reg_largest_list="fedge_cnt: 10 flops, redge_cnt: 10 flops"
export IMPL_crit_path_top_delay_cell="nor3b_1"
export IMPL_path_clk_slew_ns=0.08
export IMPL_synthCells=163
export IMPL_hp_class="flop to flop"
export IMPL_powerDensity_mw_per_mm2=320
export IMPL_max_freq_mhz=324
export IMPL_yosys_cell_types_count=40
export IMPL_globalplace_congestion=0.836
export IMPL_core_util_floorplan_pct=20.4
export IMPL_drive_gt1_share_pct=12.2
export IMPL_cp_top_family="simple AND/OR/NAND/NOR gates"
export IMPL_relSlewSlack_pct=64.6
export IMPL_endpoint_kind="flop"
export IMPL_pin_count=14
export IMPL_setup_viol=0
export IMPL_track_usage_pct=5.84
export IMPL_grt_pass1_wl_um=5590
export IMPL_top_area_share_pct=29.9
export IMPL_dp_hpwl_um=2470
export IMPL_tool_warnings=27
export IMPL_p_total_mw=0.581
export IMPL_num_vias=1152
export IMPL_first_pass_iters=4
export IMPL_grt_start_max_net_pins=14
export IMPL_placed_area_mm2=0.00175
export IMPL_postSynthAreaPerCell_um2=9.05
export IMPL_yosysSeqAreaShare_pct=29.9
export IMPL_whs_ns=0.510
export IMPL_crit_arrival_ns=3.25
export IMPL_hold_viol=0
export IMPL_synthTopCellsByArea="dfxtp_1 30%, xor2_1 11%, xnor2_1 9.5%"
export IMPL_crit_required_ns=3.66
export IMPL_cts_root_buf="clkbuf_8"
export IMPL_path_max_fanout=11
export IMPL_power_leakage_nw=0.635
export IMPL_worstMarginPinSlew_ns=0.530
export IMPL_cp_start_kind="primary input"
export IMPL_overflow=0
export IMPL_worstSetupPathType="primary input to flop"
export IMPL_setup_tns_ns=0
export IMPL_path_buffers=3
export IMPL_ys_cells=163
export IMPL_clockBufferDepth=2
export IMPL_rsz0062_at_grt="no"
export IMPL_r2r_slack_ns=1.33
export IMPL_synth_area_leader_cell="dfxtp_1"
export IMPL_layout_top_cell="dfxtp_1"
export IMPL_slew_violations=0
export IMPL_maxCapViolCount=0
export IMPL_finalWirelength_um=3190
export IMPL_chip_area_mm2=0.0112
export IMPL_hold_buffers=0
export IMPL_netlist_area_mm2=0.00148
export IMPL_yosysWarnings=2
export IMPL_num_rows=31
export IMPL_core_area_mm2=0.00721
export IMPL_drc_errors=0
export IMPL_fin_skew_ns=0.00473
export IMPL_die_y_um=106
export IMPL_antenna_left=0
export IMPL_fin_util_pct=25.2
export IMPL_ys_ff=22
export IMPL_worstPathCellList="clkdlybuf4s50_1 > inv_1 > ha_1 > nor3b_1 > nor3b_1 > xnor3_1 > o211ai_1 > o41ai_2 > buf_4 > o21ba_2"
export IMPL_postCtsSetupBuffers=0
[through the flow]
step | cells | worst slack, ns
after floorplan | 163 | 0.814
after global placement | 275 | 0.232
after global routing | 279 | 0.202
final | 279 | 0.416
after CTS | 279 | 0.419
after detailed placement | 275 | 0.149
[kinds of logic after synthesis]
family          Yosys count  synth area share (%)
compound gates           15                  7.80
xor+xnor                 37                  24.3
fa+ha+maj                 5                  4.24
buf+inv                  14                  4.41
flops                    22                  29.9
simple gates             70                  29.3
[cell type report]
type | instances | area [µm²]
Timing Repair Buffer | 21 | 190
Clock inverter | 1 | 30.0
Sequential cell | 22 | 440
Tap cell | 99 | 124
Inverter | 6 | 22.5
Fill cell | 778 | 5400
Multi-Input combinational cell | 127 | 970
Clock buffer | 3 | 41.3
[final timing paths]
kind / start / end / cells after the start
setup / recovery: lat[1] / q_reg$_SDFFE_PP0N_ / 10
hold / removal: q_reg$_SDFFE_PP0N_ / q_reg$_SDFFE_PP0N_ / 1
setup reg to reg: fedge_cnt[8]$_SDFF_PP0_ / q_reg$_SDFFE_PP0N_ / 7
hold reg to reg: q_reg$_SDFFE_PP0N_ / q_reg$_SDFFE_PP0N_ / 1
[Yosys cell counts]
cell      count
inv_1         6
nand2_1       6
and2_1        1
buf_6         1
nand4_1       1
nand4b_1      2
a31oi_1       1
xnor2_1      16
o41ai_2       1
nor4_1        3
ha_1          5
or4_1         1
o31ai_2       1
nor3b_2       1
nor4b_4       1
buf_4         1
o21ai_0       3
nand2b_1      1
nor3b_1       5
or3_4         1
nand3b_1      1
dfxtp_1      22
clkbuf_1      5
nor2_1       10
o211ai_1      3
and3_1        5
xnor2_2       1
xor2_1       18
o31ai_1       2
a21oi_1       2
o21ba_2       1
a211oi_1      1
nand3_1      13
nor3_1       14
or4_4         1
nor4_4        1
xnor3_1       2
and4b_1       1
or3b_2        1
buf_2         1
[worst reg2reg max path, cell delays in order, from the launching register on]
cell and delay [ns]:
dfxtp_1 0.40, xor2_1 0.26, xnor2_1 0.15, a31oi_1 0.09, or4_1 0.44, o41ai_2 0.34, buf_4 0.23, o21ba_2 0.17
[power by group]
part / leakage (nW) / internal (mW) / total (mW) / switching, mW
Sequential: 0.178 / 0.254 / 0.262 / 0.00743
Combinational: 0.421 / 0.0435 / 0.0847 / 0.0412
Clock: 0.0357 / 0.153 / 0.235 / 0.0825
[per-layer routing]
metal  GRT usage (%)  wire, µm  vias up
li1                -         -      608
met4           0.967        40        0
met3            1.59       172        2
met2            7.82      1250       24
met1            9.16      1730      518
met5               0         0        -
Power and IR drop assume default switching activity.
