==> flow/design.v <==
`timescale 1ns/1ps
module latency #(
	parameter	LAT		= 2,
	parameter	DSIZE	= 1
)(
	input					clk,
	input					rst_n,
	input [DSIZE-1:0]		d,
	output[DSIZE-1:0]		q
);
reg	[DSIZE-1:0]		ltc		[LAT-1:0];
generate
if(LAT > 0)begin
always@(posedge clk )begin:GEN_LAT
integer II;
	if(~rst_n)begin
		for(II=0;II<LAT;II=II+1)
			ltc[II]		<= {DSIZE{1'b0}};
	end else begin
		ltc[0]	<= d;
		for(II=1;II<LAT;II=II+1)
			ltc[II]		<= ltc[II-1];
end end
assign	q	= ltc[LAT-1];
end else begin
assign	q	= d;
end
endgenerate
endmodule
`timescale 1ns/1ps
module latency_verb #(
	parameter	LAT		= 10,
	parameter	DSIZE	= 1
)(
	input				clk		,
	input				rst_n	,
	input [DSIZE-1:0]	d		,
	output[DSIZE-1:0]	q
);
genvar II;
generate
if(LAT<40)begin
latency #(
	.LAT		(LAT		),
	.DSIZE		(DSIZE		)
)lat_int(
	.clk		(clk		),
	.rst_n		(rst_n		),
	.d			(d			),
	.q			(q			)
);
end else begin
for(II=0;II<DSIZE;II=II+1)begin:FOR_BLOCK
latency_long #(
	.LAT		(LAT		)
)lat_int(
	.clock		(clk		),
	.rst_n		(rst_n		),
	.d			(d[II]		),
	.q			(q[II]		)
);
end
end
endgenerate
endmodule
==> flow/run.sh <==
#!/bin/bash
# OpenROAD 26Q1-2900-gdf79404cd8, Yosys 0.63+post, stock flow scripts
make -C /OpenROAD-flow-scripts/flow DESIGN_CONFIG=/design/flow/config.mk WORK_HOME=/design/flow/orfs finish
==> flow/config.mk <==
export PLATFORM = sky130hd
export DESIGN_NAME = latency_verb
export DESIGN_NICKNAME = latency_verb
export VERILOG_FILES = /design/flow/design.v
export SDC_FILE = /design/flow/constraint.sdc
export NUM_CORES = 4
export LEC_CHECK = 1
export CORE_AREA = 10 10 70 70
export DIE_AREA = 0 0 80 80
==> flow/constraint.sdc <==
current_design latency_verb

set clk_period 1.1
set clk_io_pct 0.2

create_clock -name clk0 -period $clk_period [get_ports {clk}]

set non_clock_inputs [all_inputs -no_clocks]
set_input_delay [expr $clk_period * $clk_io_pct] -clock clk0 $non_clock_inputs
set_output_delay [expr $clk_period * $clk_io_pct] -clock clk0 [all_outputs]
==> out/metrics.cfg <==
[cts]
clock_sink_count=10
cts-root-to-sink-buffers=2
cts_buffers=3
cts_hold_buffers=0
clk_root_buffer_cell=sky130_fd_sc_hd__clkbuf_4
h-tree-depth=1
tritoncts_clock_tree=yes
cts.reportedPaths.clkPinSlew_ps=60
post_cts.repair.setup_buffers=0
clock_latency_on_the_worst_skew_pair_ps=250

[worst_hold_path]
min_path_cells=1
hold_end=genblk1.lat_int.ltc[7]$_SDFF_PN0_
hold_class=register to register
min_from=genblk1.lat_int.ltc[6]$_SDFF_PN0_

[routing]
post_drt_wl_per_cell_um=4.694
via_count=142
drt-initial-drc-count=0
antennaDiodeCount=0
drt.antenna.violating_nets=0
detail_route.wirelength_um=338
route.detailed.drc=0
drt_pre_antenna_iters=1
vias_per_cell=1.972

[layout]
flop_area_um2=200.2
top_register=genblk1.lat_int.ltc
finish.utilization=0.1088
area_growth_pct=41.43
layout_cell_share_with_drive_strength_beyond_1=0.1154
fillerInstances=405
layout_top_registers=genblk1.lat_int.ltc: 10 flops
largest_register_ff_count=10
logic_area_um2=62.56

[setup_path]
worst_path_dominant_cell_family=flip-flops
ff2ff_path_depth=1
r2r_end=genblk1.lat_int.ltc[8]$_SDFF_PN0_
start_kind=register
crit_arrival_ps=780
timing.critical_path.cells=dlygate4sd2_1
path_class=register to output port
worstSetupEndpointType=output port
critical_path.max_stage_delay_ps=290
critPathMaxFanout=1
worstPathRequired_ps=880
critical_path.reg2reg.startpoint=genblk1.lat_int.ltc[7]$_SDFF_PN0_
critPathBufInv=1
regToRegSetupSlack_ps=550
critical-path-slowest-cell=sky130_fd_sc_hd__dfxtp_1

[timing]
timing.final.setup_violations=0
final.hold.worst_slack_ps=429.1
setup_total_negative_slack_ps=0
max_clock_freq_ghz=0.9998
final_hold_viol_count=0
final.min_clock_period_ps=1000
slew_viol_final=0
worst-slew-pin-transition_ps=222.7
setup_repair_after_global_routing_missed_its_margin=no
fin_worst_skew_ps=2.716
final_min_period_over_clock_period=0.9093
maxSlewHeadroom=0.8511

[synthesis]
syn-mean-instance-area_um2=13.14
simple_gate_share=0.2381
number_of_standard_cells_after_synthesis=20
post_synth_instance_area_um2=262.8
ys_warn_count=2
chip_area_estimate_from_yosys_synthesis_um2=262.8
postSynthSeqShare=0.7619
synthesis_stage_register_bit_count=10
synth_compound_gate_area_share=0
synth.distinct_cells=2
xor_area_frac=0
synth.mux.area_fraction=0
topCombFamilyByArea=simple AND/OR/NAND/NOR gates
fa_ha_area_frac=0
synth_stat.cells=20

[floorplan]
dieArea_um2=6400
floorplan.die.height_um=80
die_w_um=80
initial_utilization=0.07692
row_count=21
coreArea_um2=3416
ioPinCount=4

[power_and_ir_drop]
power.total_w=0.0006088
swShare=0.1751
power.static_leakage_nw=0.1404
power.combinational.fraction=0.023
power_frac_clock=0.370
vdd_ir_drop_max_mv=0.9008
internal_power_w=0.0005022
pwr_density_cell_nw_per_um2=1638
share_seq_of_total_power=0.607
netSwitchingPower_w=0.0001066

[grt]
grt_pass1_wl_um=641
grt_pass1_vias=155
maximum_number_of_pins_on_one_net_before_global_route_repair=11
grt.overflow.total=0
groute.usage.overall=0.01325
initial_antenna_violation_count=0

[placement]
gpl.final_weighted_congestion=0.6207
portBuffers=3

[flow_run]
drv.max_cap_violation_count=0
warning_count=25

[outcome]
status=finished, final reports clean

-- area by class of cell --
class	instances	area share
flip-flops and latches	10	0.5387
multi-input cells	10	0.1684
well taps	46	0.1549
repair buffers	3	0.07744
clock buffers	3	0.06061
-- worst max-delay path by stage --
stage / slack, ps / startpoint / endpoint / cells after the start
CTS: 80 / genblk1.lat_int.ltc[9]$_SDFF_PN0_ / q[0] / 1
global route: 60 / genblk1.lat_int.ltc[9]$_SDFF_PN0_ / q[0] / 1
finish: 100 / genblk1.lat_int.ltc[9]$_SDFF_PN0_ / q[0] / 1
-- placed cells by master, fill, tap and decap left out --
| cell | Yosys | layout |
|---|---|---|
| sky130_fd_sc_hd__and2_1 | 10 | 10 |
| sky130_fd_sc_hd__dfxtp_1 | 10 | 10 |
| sky130_fd_sc_hd__clkbuf_4 | 0 | 3 |
| sky130_fd_sc_hd__clkdlybuf4s50_1 | 0 | 2 |
| sky130_fd_sc_hd__dlygate4sd2_1 | 0 | 1 |
-- per-stage QoR --
| step | std cells | cell area, um2 | setup slack (ps) |
|---|---|---|---|
| 2_1_floorplan | 20 | 262.8 | 584.4 |
| 3_3_place_gp | 69 | 350.3 | 76.75 |
| 3_5_place_dp | 69 | 350.3 | 30.17 |
| 4_1_cts | 72 | 371.6 | 79.12 |
| 5_1_grt | 72 | 371.6 | 64.33 |
| 6_report | 72 | 371.6 | 99.78 |
-- what timing repair did --
action                     in CTS  in global routing
setup endpoints to repair       1                  0
hold endpoints to repair        0                  0
resized                         1                  0
-- synth_stat cells, drive strengths merged --
cell   count  share of area
dfxtp     10           0.76
and2      10           0.24
-- power groups by stage --
stage | clock network [W] | logic [W] | registers (W)
after CTS | 0.000238 | 0.0000143 | 0.000369
after global routing | 0.000259 | 0.0000162 | 0.000370
final | 0.000225 | 0.0000139 | 0.000370
-- routing by layer --
| metal | GRT usage | share of wire |
|---|---|---|
| met5 | 0 | 0 |
| met4 | 0 | 0 |
| met3 | 0.01364 | 0.15 |
| met2 | 0.01766 | 0.33 |
| met1 | 0.01546 | 0.52 |
-- logic make-up (layout without fill, tap and decap cells) --
logic type	Yosys count	in the layout
flops	10	10
simple gates	10	10
buf+inv	0	6
Power and IR drop assume default switching activity.
